$ cat ./design.v
module riscv_alu_div
#(
   parameter C_WIDTH     = 32,
   parameter C_LOG_WIDTH = 6
)
(
    input  logic                    Clk_CI,
    input  logic                    Rst_RBI,
    input  logic [C_WIDTH-1:0]      OpA_DI,
    input  logic [C_WIDTH-1:0]      OpB_DI,
    input  logic [C_LOG_WIDTH-1:0]  OpBShift_DI,
    input  logic                    OpBIsZero_SI,
    input  logic                    OpBSign_SI,  
    input  logic [1:0]              OpCode_SI,   
    input  logic                    InVld_SI,
    input  logic                    OutRdy_SI,
    output logic                    OutVld_SO,
    output logic [C_WIDTH-1:0]      Res_DO
  );
  logic [C_WIDTH-1:0] ResReg_DP, ResReg_DN;
  logic [C_WIDTH-1:0] ResReg_DP_rev;
  logic [C_WIDTH-1:0] AReg_DP, AReg_DN;
  logic [C_WIDTH-1:0] BReg_DP, BReg_DN;
  logic RemSel_SN, RemSel_SP;
  logic CompInv_SN, CompInv_SP;
  logic ResInv_SN, ResInv_SP;
  logic [C_WIDTH-1:0] AddMux_D;
  logic [C_WIDTH-1:0] AddOut_D;
  logic [C_WIDTH-1:0] AddTmp_D;
  logic [C_WIDTH-1:0] BMux_D;
  logic [C_WIDTH-1:0] OutMux_D;
  logic [C_LOG_WIDTH-1:0] Cnt_DP, Cnt_DN;
  logic CntZero_S;
  logic ARegEn_S, BRegEn_S, ResRegEn_S, ABComp_S, PmSel_S, LoadEn_S;
  enum logic [1:0] {IDLE, DIVIDE, FINISH} State_SN, State_SP;
  assign PmSel_S     = LoadEn_S & ~(OpCode_SI[0] & (OpA_DI[$high(OpA_DI)] ^ OpBSign_SI));
  assign AddMux_D    = (LoadEn_S) ? OpA_DI  : BReg_DP;
  assign BMux_D      = (LoadEn_S) ? OpB_DI : {CompInv_SP, (BReg_DP[$high(BReg_DP):1])};
  assign ResReg_DP_rev = {<<{ResReg_DP}};
  assign OutMux_D    = (RemSel_SP) ? AReg_DP : ResReg_DP_rev;
  assign Res_DO      = (ResInv_SP) ? -$signed(OutMux_D) : OutMux_D;
  assign ABComp_S    = ((AReg_DP == BReg_DP) | ((AReg_DP > BReg_DP) ^ CompInv_SP)) & ((|AReg_DP) | OpBIsZero_SI);
  assign AddTmp_D    = (LoadEn_S) ? 0 : AReg_DP;
  assign AddOut_D    = (PmSel_S)  ? AddTmp_D + AddMux_D : AddTmp_D - $signed(AddMux_D);
  assign Cnt_DN      = (LoadEn_S)   ? OpBShift_DI :
                       (~CntZero_S) ? Cnt_DP - 1  : Cnt_DP;
  assign CntZero_S   = ~(|Cnt_DP);
  always_comb
  begin : p_fsm
    State_SN       = State_SP;
    OutVld_SO      = 1'b0;
    LoadEn_S       = 1'b0;
    ARegEn_S       = 1'b0;
    BRegEn_S       = 1'b0;
    ResRegEn_S     = 1'b0;
    case (State_SP)
      IDLE: begin
        OutVld_SO    = 1'b1;
        if(InVld_SI) begin
          OutVld_SO  = 1'b0;
          ARegEn_S   = 1'b1;
          BRegEn_S   = 1'b1;
          LoadEn_S   = 1'b1;
          State_SN   = DIVIDE;
        end
      end
      DIVIDE: begin
        ARegEn_S     = ABComp_S;
        BRegEn_S     = 1'b1;
        ResRegEn_S   = 1'b1;
        if (CntZero_S) begin
          State_SN   = FINISH;
        end
      end
      FINISH: begin
        OutVld_SO = 1'b1;
        if(OutRdy_SI) begin
          State_SN  = IDLE;
        end
      end
      default :   ;
    endcase
  end
  assign RemSel_SN  = (LoadEn_S) ? OpCode_SI[1] : RemSel_SP;
  assign CompInv_SN = (LoadEn_S) ? OpBSign_SI   : CompInv_SP;
  assign ResInv_SN  = (LoadEn_S) ? (~OpBIsZero_SI | OpCode_SI[1]) & OpCode_SI[0] & (OpA_DI[$high(OpA_DI)] ^ OpBSign_SI) : ResInv_SP;
  assign AReg_DN   = (ARegEn_S)   ? AddOut_D : AReg_DP;
  assign BReg_DN   = (BRegEn_S)   ? BMux_D   : BReg_DP;
  assign ResReg_DN = (LoadEn_S)   ? '0       :
                     (ResRegEn_S) ? {ABComp_S, ResReg_DP[$high(ResReg_DP):1]} : ResReg_DP;
  always_ff @(posedge Clk_CI or negedge Rst_RBI) begin : p_regs
    if(~Rst_RBI) begin
       State_SP   <= IDLE;
       AReg_DP    <= '0;
       BReg_DP    <= '0;
       ResReg_DP  <= '0;
       Cnt_DP     <= '0;
       RemSel_SP  <= 1'b0;
       CompInv_SP <= 1'b0;
       ResInv_SP  <= 1'b0;
    end else begin
       State_SP   <= State_SN;
       AReg_DP    <= AReg_DN;
       BReg_DP    <= BReg_DN;
       ResReg_DP  <= ResReg_DN;
       Cnt_DP     <= Cnt_DN;
       RemSel_SP  <= RemSel_SN;
       CompInv_SP <= CompInv_SN;
       ResInv_SP  <= ResInv_SN;
    end
  end
endmodule  
$ cat ./run.sh
#!/bin/bash
# OpenROAD 26Q1-2900-gdf79404cd8, Yosys 0.63+post, stock flow scripts
make -C /OpenROAD-flow-scripts/flow DESIGN_CONFIG=/design/flow/config.mk WORK_HOME=/design/flow/orfs finish
$ cat ./config.mk
export PLATFORM = sky130hd
export DESIGN_NAME = riscv_alu_div
export DESIGN_NICKNAME = riscv_alu_div
export VERILOG_FILES = /design/flow/design.v
export SDC_FILE = /design/flow/constraint.sdc
export NUM_CORES = 4
export LEC_CHECK = 1
export CORE_UTILIZATION = 40
export SYNTH_HDL_FRONTEND = slang
$ cat ./constraint.sdc
current_design riscv_alu_div

set clk_period 12.3
set clk_io_pct 0.2

create_clock -name clk0 -period $clk_period [get_ports {Clk_CI}]

set non_clock_inputs [all_inputs -no_clocks]
set_input_delay [expr $clk_period * $clk_io_pct] -clock clk0 $non_clock_inputs
set_output_delay [expr $clk_period * $clk_io_pct] -clock clk0 [all_outputs]
==> results.cfg <==
; implementation run metrics
[routing]
drc = 0
wl_um = 27100
drt-pass1-iter-count = 5
insertedDiodeCount = 0
avgRoutedWirePerCell_um = 16.0
drtIter0Drc = 496
vias_per_cell = 5.36
num_vias = 9049
ant_nets = 0

[final_timing]
slew_headroom_pct = 50.5
tightest_slew_ns = 0.743
maxSlewViolCount = 0
final.setup.tns_ns = 0
hold_viol = 0
clock-skew-final_ns = 0.0117
rsz0062_at_grt = false
fin_crit_ns = 7.81
fmaxAchievable_mhz = 128
fin_crit_sh_pct = 63.5
finalSetupViolations = 0

[die]
fp.dieH_um = 163
dieWidth_um = 163
fp-row-count = 58
dieArea_mm2 = 0.0266
fp_util_pct = 41.0
ioPinCount = 111
core_mm2 = 0.0253

[setup_path]
r2r_start = State_SP[0]
critPathRequiredTime_ns = 12.54
critPathTopFamily = AND-OR/OR-AND gates
worst-path-buf-inv = 3
rrSetupSlack_ns = 6.41
start_kind = input pin
path_cells = clkdlybuf4s50_1 > buf_4 > and2_4 > buf_4 > o221ai_2 > a2111oi_4 > nor2b_1 > a21oi_1 > xor2_1 > nor2_1 > a21oi_1 > ha_1 > and3_1 > and2_1 > a22o_1 > a211oi_1 > o21ai_0 > a31oi_1 > nor2_1 > o31a_1
crit_type = in -> reg
crit_arrival_ns = 8.05
reg2regPathDepth = 18
r2r_end = AReg_DP[24]
cp_num_cells = 20
crit_path_end_kind = flip-flop
max_stage_delay_ns = 0.52
cp_slowest_cell = buf_4
worstSetupStartpoint = InVld_SI
cp_max_fo = 52

[outcome]
status = finished clean

[global_route]
grtUsageTotal_pct = 21.4
antenna_found_initial = 0
overflow = 0
grt_max_degree = 73
grt_pass1_wl_um = 44200
grt_pass1_vias = 8277

[clock_network]
cts_tree = yes
clock-root-buffer = clkbuf_16
numCtsBuffers = 9
cts_num_sinks = 108
ctsResizeCount = 0
htreeDepth = 3
hold_buffers = 0
cts_setup_buffers = 0
clk_latency_ns = 0.35
path_clk_slew_ns = 0.07
clock_path_buffers = 2

[synth]
synth.avg_cell_area_um2 = 8.00
yosysSeqAreaShare_pct = 26.0
postSynthCellCount = 1298
ys_cells = 1298
ys.flop_type = dfrtp_1
yosysChipArea_mm2 = 0.0104
netlist_area_mm2 = 0.0104
yosysWarnings = 0
numSynthFlops = 108
edf_count = 0
async_flop_share_pct = 100
ys_types = 80

[finish]
drive_above_1_share_pct = 4.19
final_cells = 1689
synthToLayoutAreaGrowth_pct = 15.5

[place]
port_buffers = 110
hpwl_um = 21200
gp_congestion = 0.901
numPlacedInstances = 1673

[min_path]
min_path_type = reg -> reg
min_from = State_SP[1]
worstHoldPathCells = 2
hold_end = State_SP[0]

[flow_run]
drv_cap = 0
tool_warnings = 26

[power_and_ir_drop]
vdd.ir_drop.worst_uv = 128
leakagePower_nw = 5.13
power_density_mw_per_mm2 = 322
[kinds of logic after synthesis]
group | Yosys count | synth area share [%]
XOR/XNOR | 111 | 9.36
adder cells (fa/ha/maj) | 66 | 8.03
multiplexers | 107 | 10.3
flip-flops | 108 | 26.0
AND/OR/NAND/NOR | 459 | 21.7
buffers and inverters | 126 | 4.78
AND-OR/OR-AND | 321 | 19.7
[cells in the final DEF, fill, tap and decap left out, drive strengths merged, types with 4 or more instances in the layout]
cell,instances
ha,65
mux2i,106
a21o,24
o21ai,103
o31ai,10
dfrtp,107
nor3b,6
nor2b,8
inv,53
clkdlybuf4s50,109
a21boi,5
nor4b,4
a211oi,16
nor2,125
xnor2,56
o211ai,4
a31oi,6
or2,4
a211o,4
a22o,4
o221ai,8
buf,11
xor2,55
a2111o,5
or3,7
nand2b,10
and2,36
nor3,42
a21oi,101
a2111oi,5
nand2,141
o21a,4
nand4,20
clkbuf,11
and3,9
nand3,21
nor4,9
[how the worst max path moves through the flow]
| stage | slack [ns] | end |
|---|---|---|
| 4_1_cts | 4.49 | AReg_DP[24] |
| 5_1_grt | 4.05 | AReg_DP[24] |
| 6_report | 4.49 | AReg_DP[24] |
[metrics by stage]
| stage | hold slack [ns] | utilization, % | cell area (µm²) | total power [mW] | worst slack, ns |
|---|---|---|---|---|---|
| after detailed placement | 0.464 | 46.1 | 11700 | 3.55 | 4.11 |
| after global routing | 0.494 | 47.3 | 12000 | 4.29 | 4.05 |
| final | 0.479 | 47.3 | 12000 | 3.87 | 4.49 |
| after CTS | 0.480 | 47.3 | 12000 | 3.87 | 4.49 |
| after global placement | 0.457 | 46.1 | 11700 | 3.54 | 4.26 |
| after floorplan | 0.445 | - | 10400 | 2.75 | 5.92 |
[Yosys cell counts (all sizes together) (16+ instances only)]
library cell	count	share of area [%]
nand3	21	1.0
ha	65	7.8
nor2	125	4.5
dfrtp	107	26
mux2i	106	10
nand2	141	5.1
and2	36	2.2
nor3	42	2.0
nand4	20	1.3
a21o	24	1.7
a21oi	101	4.9
xnor2	56	4.7
clkbuf	46	1.7
inv	51	1.8
xor2	55	4.6
a211oi	16	1.2
o21ai	103	5.0
buf	29	1.3
[registers in the layout, indices dropped and copies added, names as in the netlist]
name	cells
AReg_DP	32
BReg_DP	32
ResReg_DP	32
Cnt_DP	6
State_SP	3
CompInv_SP	1
RemSel_SP	1
ResInv_SP	1
[layout make-up]
type                            count  area [µm²]
Tap cell                          330         413
Clock inverter                      5        67.6
Fill cell                        2451       13300
Sequential cell                   108        2710
Multi-Input combinational cell   1064        7190
Timing Repair Buffer              120        1170
Clock buffer                       11         243
Inverter                           51         191
[where the power goes]
part	internal (mW)	switching [mW]	leakage, nW	total, mW
combinational	1.28	1.42	3.66	2.70
sequential	0.537	0.317	1.32	0.854
clock	0.167	0.140	0.152	0.307
[worst register-to-register path, cell delays in order, from the launching register on]
cell	delay, ns
dfstp_2	0.88
and2_4	0.53
buf_4	0.52
o221ai_2	0.29
a2111oi_4	0.43
nor2b_1	0.36
a21oi_1	0.13
xor2_1	0.17
nor2_1	0.09
a21oi_1	0.06
ha_1	0.40
and3_1	0.23
and2_1	0.18
a22o_1	0.25
a211oi_1	0.42
o21ai_0	0.28
a31oi_1	0.22
nor2_1	0.06
o31a_1	0.28
[routing by layer]
| metal | track usage (%) | wire length [µm] |
|---|---|---|
| met5 | 0 | 0 |
| met4 | 2.34 | 349 |
| met3 | 1.35 | 1060 |
| met2 | 29.7 | 10800 |
| met1 | 37.5 | 14900 |
Power and IR drop assume default switching activity.
